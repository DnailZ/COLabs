<file path="flow/run.sh">
#!/bin/bash
# OpenROAD 26Q1-2900-gdf79404cd8, Yosys 0.63+post, stock flow scripts
make -C /OpenROAD-flow-scripts/flow DESIGN_CONFIG=/design/flow/config.mk WORK_HOME=/design/flow/orfs finish
</file>
<file path="flow/config.mk">
export PLATFORM = sky130hd
export DESIGN_NAME = DisplayClock
export DESIGN_NICKNAME = DisplayClock
export VERILOG_FILES = /design/flow/design.v
export SDC_FILE = /design/flow/constraint.sdc
export NUM_CORES = 4
export LEC_CHECK = 1
export CORE_AREA = 10 10 87 87
export DIE_AREA = 0 0 97 97
</file>
<file path="flow/constraint.sdc">
current_design DisplayClock

set clk_period 3.8
set clk_io_pct 0.2

create_clock -name clk0 -period $clk_period [get_ports {clk}]

set non_clock_inputs [all_inputs -no_clocks]
set_input_delay [expr $clk_period * $clk_io_pct] -clock clk0 $non_clock_inputs
set_output_delay [expr $clk_period * $clk_io_pct] -clock clk0 [all_outputs]
</file>
<file path="flow/design.v">
module DisplayClock
#(
    parameter SIGNAL_W = 13,
    parameter REG_W = 5,
    parameter WIDTH = 32,
    parameter FUNCT_W = 6,
    parameter OPCODE_W = 6,
    parameter ALUOP_W = 3
) (
    input  clk, 
    output reg  display 
);
    reg [15:0] t;
    always@(posedge clk) t = t + 1;
    always@(posedge clk) begin
        if(t == 0)
            display <= 1;
        else
            display <= 0;
    end 
endmodule
</file>
==> impl_results.rst <==
Physical design figures
=======================

.. list-table::
   :header-rows: 1

   * - Metric
     - Value
   * - Worst Hold Endpoint
     - t[15]
   * - Die Area
     - around 9400 um2
   * - Placement row count
     - 27
   * - Synthesis-to-finish area growth
     - 21.7%
   * - Clk latency of the worst-skew pair
     - ~250 ps
   * - Antenna violations before repair
     - 0
   * - H-tree depth
     - 1
   * - DR WL/cell
     - 6.95 um
   * - Crit path max-delay family
     - buffers and inverters
   * - Kind of end point of the critical path
     - output port
   * - Sinks on the clock net
     - 17
   * - Shortest clock period the worst path allows after layout
     - approximately 1800 ps
   * - Master cell of the clock root buffer
     - clkbuf_8
   * - MaxCap Viol Count
     - 0
   * - Worst Skew
     - between 5 and 6 ps
   * - DRT antenna net count
     - 0
   * - Gr ovfl total
     - 0
   * - Tally of OpenROAD warnings
     - 26
   * - Achievable frequency
     - 564 MHz
   * - Area of the synthesized netlist per yosys stat
     - between 600 and 700 um2
   * - Top cells by instance count after synthesis
     - dfxtp_1, xnor2_1, nand3_1, xor2_1, nand2_1
   * - Critical R2R Capture
     - t[15]
   * - Total negative slack
     - 0 ps
   * - Peak supply drop
     - 0.147 mV
   * - Synth unique cells
     - 18
   * - Total of buffers placed on input and output ports
     - 1
   * - Standard cell core area
     - 5640 um2
   * - Post-cts hold buffer count
     - 0
   * - Antenna cell count
     - 0
   * - FP Util
     - 0.120
   * - DRC violation count after routing
     - 0
   * - Count of flip-flops with a built-in enable after synthesis
     - 0
   * - Average cell area after synthesis
     - 10.9 um2
   * - Wirelength, routed
     - ~970 um
   * - Kind of critical path
     - reg2out
   * - Number of buffer and inverter instances along the worst setup path
     - 1
   * - Final worst path period share
     - 0.466
   * - Maximum number of pins on one net before global-route repair
     - 11
   * - Count of cells resized by post-cts repair
     - 0
   * - Launch instance of the worst min-delay path
     - t[15]
   * - Biggest cell delay along the critical path
     - 450 ps
   * - Hold slack
     - 458 ps
   * - Ys async rst share
     - 0
   * - Data arrival time of the critical path
     - 1010 ps
   * - Setup WS pre-CTS
     - around 2300 ps
   * - Number of global-route vias before repair
     - 414
   * - Startpoint types
     - flop
   * - Floorplan die height
     - 97 um
   * - Worst reg-to-reg setup slack
     - about 2500 ps
   * - Mean number of vias per cell
     - between 2 and 3
   * - Synth Seq Share
     - 0.504
   * - Fill cells
     - around 620
   * - Outcome
     - finished clean
   * - Top-level port count
     - 2
   * - Buffers from clock root to sink, at most
     - 2
   * - Final setup violation count
     - 0
   * - RSZ-0062 raised after global routing
     - no
   * - Wire length of the first global-routing pass
     - ~1800 um
   * - Most common cell in the synthesized netlist
     - dfxtp_1
   * - Share of post-route cells with drive strength above 1
     - 0.119
   * - Worst-case setup margin in the final layout
     - between 2000 and 2500 ps
   * - Routed vias
     - between 400 and 500
   * - Static Leak
     - roughly 0.29 nW
   * - Clock tree from TritonCTS
     - built
   * - Worst Reg-to-Reg Cells
     - 4
   * - Post-synthesis sequential element count
     - 17
   * - Setup Fix Bufs, Post-CTS
     - 0
   * - Initial DRC Count
     - 19
   * - Horiz. Die Dim
     - 97 um
   * - Clock-pin slew on the worst setup and hold paths
     - 70 ps
   * - Worst rel slew slack
     - 0.786
   * - Final hold vios
     - 0
   * - Utilization after layout
     - 0.146
   * - Footprint of the multi-input gates
     - 324 um2
   * - Synth top area share
     - 0.504
   * - Sequential standard cell area
     - around 340 um2
   * - Cell type with the largest total area after synthesis
     - dfxtp_1
   * - Area contributors post-synth
     - dfxtp_1, xnor2_1, xor2_1, nand3_1, ha_1
   * - Worst min path class
     - reg2reg
   * - Total cells reported by yosys after synthesis
     - between 60 and 70
   * - Number of synthesis warnings
     - 1
   * - Worst slew pin tran
     - around 320 ps
   * - P per Cell Area
     - 377 nW/um2
   * - Synth Instances
     - 62
   * - Main synth FF type
     - dfxtp_1
   * - Cell breakdown of the critical path
     - clkdlybuf4s50_1
   * - Required arrival time at the worst endpoint
     - about 3000 ps
   * - Count of final max-slew check failures
     - 0
   * - Global routing usage summed across all routing layers
     - 0.0230
   * - Synthesized area
     - roughly 680 um2
   * - Iteration count of the initial detailed-routing pass
     - 2
   * - Hold Path Cell Cnt
     - 1
   * - Number of CTS-inserted buffers
     - 3
   * - Sum of net half-perimeters after detailed placement
     - ~710 um
   * - Cell at the slowest stage of the critical path
     - clkdlybuf4s50_1
   * - CP max FO
     - 1
   * - Final weighted congestion of routability-driven global placement
     - 0.708
   * - Beginning of the worst register-to-register path
     - t[2]
[where the power goes]
group          internal [mW]  switching, mW  leakage [nW]    total, mW
Sequential             0.178              0         0.137        0.178
Clock                 0.0727         0.0594        0.0255        0.132
Combinational              0              0         0.129  0.000000129
Total                  0.251         0.0594         0.291        0.310
[worst max path at each step]
stage	from	endpoint	cells after the start
finish	display	display	1
global route	display	display	1
CTS	display	display	1
[worst reg2reg max path, delay by kind of cell, from the launching register on]
| kind | cells | cell delay (ps) |
|---|---|---|
| XOR/XNOR | 1 | 150 |
| flip-flops | 1 | 400 |
| AND/OR/NAND/NOR | 3 | 720 |
[final cells by class]
| cell class | instances | share of cell area |
|---|---|---|
| inverter | 3 | 0.0137 |
| sequential | 17 | 0.414 |
| multi-input combinational | 42 | 0.394 |
| clock buffer | 3 | 0.0502 |
| clock inverter | 1 | 0.00609 |
| timing repair buffer | 1 | 0.0122 |
| tap | 72 | 0.110 |
[registers in the layout (all words and copies together) (netlist names)]
signal	cells
t	16
display	1
[logic make-up (layout without fill, tap and decap cells)]
group	Yosys count	in the layout	synth area share
flops	17	17	0.504
simple gates	26	26	0.261
buf+inv	3	8	0.0167
xor+xnor	14	14	0.181
fa+ha+maj	2	2	0.0370
[placed cells by master (no fill, tap or decap), drive strengths merged, types with 2 or more instances in the layout]
master	instances
and3	2
clkbuf	3
dfxtp	17
ha	2
inv	3
nand2	4
nand3	6
nand4	3
nor2	3
nor3	2
nor4	3
xnor2	9
xor2	5
[routing by layer]
metal / share of wire / routed length (um) / vias to the layer above / track usage
li1: - / - / 222 / -
met1: 0.51 / 494 / 184 / 0.0283
met2: 0.39 / 372 / 5 / 0.0317
met3: 0.094 / 91 / 2 / 0.0179
met4: 0.0083 / 8 / 0 / 0.00225
met5: 0 / 0 / - / 0
[metrics by stage]
step	cell area, um2	cells	total power [mW]
global placement	776	135	0.182
detailed placement	776	135	0.182
global route	822	139	0.323
CTS	822	139	0.315
finish	822	139	0.310
floorplan	676	62	0.182
Power is estimated from default activity; no workload was simulated.
