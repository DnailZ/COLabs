File: flow/config.mk
export PLATFORM = sky130hd
export DESIGN_NAME = JitterClear
export DESIGN_NICKNAME = JitterClear
export VERILOG_FILES = /design/flow/design.v
export SDC_FILE = /design/flow/constraint.sdc
export NUM_CORES = 4
export LEC_CHECK = 1
export CORE_AREA = 10 10 74 74
export DIE_AREA = 0 0 84 84
File: flow/constraint.sdc
current_design JitterClear

set clk_period 2.7
set clk_io_pct 0.2

create_clock -name clk0 -period $clk_period [get_ports {clk}]

set non_clock_inputs [all_inputs -no_clocks]
set_input_delay [expr $clk_period * $clk_io_pct] -clock clk0 $non_clock_inputs
set_output_delay [expr $clk_period * $clk_io_pct] -clock clk0 [all_outputs]
File: flow/design.v
module JitterClear
#(
    parameter jitter_clr_bit = 18  
)
(
    input  clk, 
    input  button, 
    output  clean 
);
reg [jitter_clr_bit:0] cnt;
always@(posedge clk) begin
    if(button == 0)
        cnt <= 0;
    else if(cnt < (1 << jitter_clr_bit))
        cnt <= cnt + 1;
end
assign clean = cnt[jitter_clr_bit];
endmodule
File: flow/run.sh
#!/bin/bash
# OpenROAD 26Q1-2900-gdf79404cd8, Yosys 0.63+post, stock flow scripts
make -C /OpenROAD-flow-scripts/flow DESIGN_CONFIG=/design/flow/config.mk WORK_HOME=/design/flow/orfs finish
==> out/results.txt <==
GRT overflow - 0
N_diodes - 0
Final Core Density - 25.2%
Worst Setup Slack, final - 0.906 ns
GRT Total Usage - 3.96%
Unrepaired setup endpoints after global routing - no
Iter 0 DRT Violations - 22
# resized after CTS - 0
Fillers - 426
Clk latency late pin - 0.25 ns
Logic area - 482 µm²
FF/Latch Area - 380 µm²
Layout cells sized above 1 - 11.2%
Pwr per Cell Area - 495 nW/µm²
Synth Instances - 93
Max VDD drop - 0.191 mV
Htree depth - 1
# Cells Yosys - 93
CP max FO - 8
Die ar. - 7060 µm²
Clock buffer depth - 2
Placed insts - 144
Vias per cell - 4.32
Core Rows - 23
Slew HR - 68.9%
Fmax - 557 MHz
Die height - 84 µm
Mean Syn Cell Area - 9.43 µm²
Number of flip-flops in the largest register - 19
Final cell count without fillers - 148
Init Core Util - 22.1%
Largest Register - cnt
CTS Buf Count - 3
Clock period minus worst slack - 1.79 ns
DR vias - 640
Syn. warnings - 1
Fin crit share - 66.5%
Post-CTS Hold Fix Bufs - 0
Slowest-stage cell, CP - clkdlybuf4s50_1
Post-CTS setup buffers - 0
Distinct lib cells used - 28
Setup crit end kind - output port
Max-cap violations - 0
Tool warnings - 25
CORE AREA - 3970 µm²
Register area share after synthesis - 43.4%
Crit Path Class - reg2out
Min-delay worst type - reg2reg
Worst path cell trace - clkdlybuf4s50_1
Routability Congestion - 0.800
Area growth syn-to-layout - 14.3%
IO Pins - 3
Biggest registers after layout - cnt: 19 flops
Worst r2r src - cnt[0]
Pre-Repair DR Iteration Count - 4
Crit-path leading delay family - buffers and inverters
Hold Fails Final Rpt - 0
Crit-path max cell delay - 0.53 ns
Slew @ Worst Pin - 0.463 ns
Buffer and inverter count on the worst path - 1
Clock sinks - 19
Yosys stat chip area - 877 µm²
Mapped Area - 877 µm²
Setup violations, final - 0
# DRC - 0
TNS Setup - 0 ns
Final total power - 0.497 mW
Count of input and output buffers - 2
Worst Path Arrival - 1.25 ns
Pre-CTS WS - 0.898 ns
Worst Path Required - 2.16 ns
Vias in the first global route - 575
First-pass GRT wire length - 2480 µm
Outcome - finished clean
Chip width - 84 µm
Initial antenna violation count - 0
Final HPWL DP - 1090 µm
Antenna Nets Post-Route - 0
WL final - 1540 µm
Pins over their slew limit - 0
Crit path launch - cnt[18]
DR WL/cell - 10.4 µm
CTS tree - yes
Worst-path clk slew - 0.07 ns
Worst setup SP type - flop
Hold Path Origin - cnt[17]
Root Buffer - clkbuf_8
Lkg Pwr - 0.358 nW
Post-synth regs - 19
Largest net degree at the start of global routing - 18
Clk_skew - 0.00536 ns
final cells by class:
cell class                      instances  area share, %
Tap cell                               50           6.24
Clock buffer                            3           4.12
Timing Repair Buffer                    2           2.00
Inverter                                3           1.12
Clock inverter                          1          0.499
Sequential cell                        19           38.0
Multi-Input combinational cell         70           48.1
layer usage:
metal	vias up	GRT usage, %	wire, µm
met3	2	0.591	49
met4	0	1.07	16
met2	10	6.27	754
li1	334	-	-
met1	294	5.45	715
met5	-	0	0
synthesized netlist by cell type (all sizes together):
master | instances | share of area (%)
mux2i | 2 | 2.3
a31o | 1 | 1.0
clkinv | 1 | 0.43
nand3 | 3 | 1.7
a21oi | 3 | 1.7
nand3b | 1 | 0.86
nor4 | 3 | 4.3
nand2 | 6 | 2.6
and3b | 1 | 1.0
or3 | 1 | 0.71
dfxtp | 19 | 43
o31ai | 1 | 0.86
ha | 1 | 1.4
xnor2 | 8 | 8.0
or4 | 1 | 0.86
nor2b | 1 | 0.71
nand4 | 7 | 7.4
nand4b | 1 | 2.7
nand2b | 1 | 0.71
o21ai | 2 | 1.1
and4 | 1 | 1.0
nor2 | 17 | 7.3
xor2 | 5 | 5.0
clkbuf | 1 | 0.43
nor3 | 3 | 1.7
inv | 2 | 0.86
path summary, 6_finish.rpt:
| path | to | slack, ns | cells after the start |
|---|---|---|---|
| worst max-delay path | clean | 0.91 | 1 |
| worst min-delay path | cnt[17] | 0.49 | 2 |
| worst max register to register | cnt[14] | 1.09 | 5 |
| worst min register to register | cnt[17] | 0.49 | 2 |
per-stage QoR:
step	instance area (µm²)	hold slack [ns]
finish	1000	0.485
global route	1000	0.506
CTS	1000	0.483
detailed placement	956	0.472
global placement	956	0.460
floorplan	877	0.450
placed cells by master (no fill, tap or decap), types with 2 or more instances in the layout:
master           netlist  layout
clkbuf_8               0       3
xnor2_1                8       8
inv_1                  2       2
xor2_1                 5       5
nand4_1                5       5
nand2_1                6       6
clkdlybuf4s50_1        0       2
o21ai_0                2       2
mux2i_1                2       2
dfxtp_1               19      19
a21oi_1                3       3
nand3_1                3       3
nor3_1                 3       3
nor2_1                17      17
nor4_2                 3       3
cells by family after synthesis:
kind of cell / after synthesis / share of synthesized area, %
xor+xnor: 13 / 13.0
mux: 2 / 2.28
flops: 19 / 43.4
fa+ha+maj: 1 / 1.43
buf+inv: 4 / 1.71
compound gates: 7 / 4.71
simple gates: 47 / 33.5
worst min-delay path, delay by kind of cell (launching register included):
family	cells	cell delay (ns)
and+or+nand+nor	1	0.07
muxes	1	0.06
DFF	1	0.31
report_power, final:
group	switching [mW]	total, mW	internal [mW]
sequential	0.00522	0.289	0.284
combinational	0.00900	0.0155	0.00647
clock	0.0896	0.192	0.102
total	0.104	0.497	0.393
No activity file was given, so power comes from the tool's default toggle rates.
